File: config.mk
export PLATFORM = sky130hd
export DESIGN_NAME = nivel_caixa
export DESIGN_NICKNAME = nivel_caixa
export VERILOG_FILES = /design/flow/design.v
export SDC_FILE = /design/flow/constraint.sdc
export NUM_CORES = 4
export LEC_CHECK = 1
export CORE_AREA = 10 10 70 70
export DIE_AREA = 0 0 80 80
File: constraint.sdc
current_design nivel_caixa

set clk_period 2.3
set clk_io_pct 0.2

create_clock -name clk0 -period $clk_period [get_ports {clock}]

set non_clock_inputs [all_inputs -no_clocks]
set_input_delay [expr $clk_period * $clk_io_pct] -clock clk0 $non_clock_inputs
set_output_delay [expr $clk_period * $clk_io_pct] -clock clk0 [all_outputs]
File: design.v
module nivel_caixa (
    output reg [2:0] count,
    output reg Valve_E,
    input upper,
    input clock,
    input reset,
    input erro
);
    wire resetN;
    reg [2:0] state, next_state;
    reg ve;
    not (resetN, reset);
    always @(posedge clock or posedge resetN) begin
        if (resetN) begin
            state <= 3'b000;
        end else begin
            state <= next_state;
        end
    end
    always @(*) begin
        next_state = state;  
        ve = Valve_E;        
        case (state)
            3'b000: begin
                if (erro) begin
                    next_state = state;
                end else if (!upper && !erro) begin
                    ve = 1;  
                    next_state = state + 1;
                end else begin
                    next_state = state;
                end
            end
            3'b111: begin
                if (erro) begin
                    next_state = state;
                end else if (!ve && upper && !erro) begin
                    next_state = state - 1;
                end else begin
                    ve = 0;
                end
            end
            3'b001: begin
                if (erro) begin
                    next_state = state;
                end else if (!upper && !ve && !erro) begin
                    ve = 1;  
                    next_state = state + 1;
                end else if (!upper && ve && !erro) begin
                    next_state = state + 1;
                end else if (upper && !ve && !erro) begin
                    next_state = state - 1;
                end
            end
            default: begin
                if (erro) begin
                    next_state = state;
                end else if (!upper && !ve && !erro) begin
                    next_state = state;
                end else if (!upper && ve && !erro) begin
                    next_state = state + 1;
                end else if (upper && !ve && !erro) begin
                    next_state = state - 1;
                end
            end
        endcase
    end
    always @(posedge clock or posedge resetN) begin
        if (resetN) begin
            count <= 3'b000;
            Valve_E <= 1'b0;
        end else begin
            count <= state;
            Valve_E <= ve;
        end
    end
endmodule
File: run.sh
#!/bin/bash
# OpenROAD 26Q1-2900-gdf79404cd8, Yosys 0.63+post, stock flow scripts
make -C /OpenROAD-flow-scripts/flow DESIGN_CONFIG=/design/flow/config.mk WORK_HOME=/design/flow/orfs finish
==> flow_summary.json <==
{
  "outcome": "finished, final reports clean",
  "ant_nets": 0,
  "postLayoutCellArea_um2": 744,
  "yosysWarnings": 1,
  "cp_cell_sequence": "clkdlybuf4s50_1 -> or3b_1 -> mux2i_1 -> a2111oi_0 -> a211oi_1",
  "postCtsHoldBufs": 0,
  "timing_hold_violations_final": 0,
  "first_pass_iters": 4,
  "max_clock_freq_ghz": 0.476,
  "synth_cell_types": 34,
  "fin_skew_ps": 1.35,
  "slowest_stage": "clkdlybuf4s50_1",
  "yosys.stat.seqShare": 0.313,
  "ys.flops": 7,
  "track_usage": 0.0388,
  "fp.coreArea_mm2": 0.00342,
  "dp.cells": 112,
  "initCoreUtil": 0.164,
  "critical_path_buf_inv_count": 1,
  "dpl.hpwl_mm": 1.00,
  "remaining_drc_errors": 0,
  "cellLeakagePower_nw": 0.310,
  "fp.dieW_um": 80,
  "clock-sinks": 7,
  "root_buffer": "clkbuf_4",
  "vdd_ir_drop_max_v": 0.000214,
  "crit_cells": 5,
  "p_per_area_mw_per_mm2": 1110,
  "arrival_ps": 2200,
  "rsz0062_at_grt": "false",
  "postCtsSetupBuffers": 0,
  "post_drt_via_cell_ratio": 4.36,
  "final_cells": 116,
  "drt-total-wl_mm": 1.27,
  "criticalPathCategory": "primary input to flop",
  "end_kind": "flop",
  "whs_ps": 437,
  "edf_count": 0,
  "min_path_type": "flop to flop",
  "clk_pin_slew_worst_paths_ps": 50,
  "dieArea_mm2": 0.00640,
  "gp_congestion": 0.894,
  "ioPinCount": 8,
  "port_buffers": 7,
  "drv_slew": 0,
  "flop_cell": "dfrtp_1",
  "grt_pass1_vias": 497,
  "top_cell": "dfrtp_1",
  "drt-initial-drc-count": 28,
  "critical_path.endpoint": "state[1]",
  "antenna_cells": 0,
  "warnings": 28,
  "h-tree-depth": 1,
  "start_kind": "primary input",
  "cp_max_fo": 8,
  "clk_latency_ps": 240,
  "yosys_area_um2": 559,
  "maxCapViolCount": 0,
  "area_delta_synth_final_pct": 33.1,
  "startpoint": "upper",
  "avgRoutedWirePerCell_um": 10.9,
  "post-route-min-period_ps": 2100,
  "common_cells": "dfrtp_1, ha_1, inv_1",
  "chipHeight_um": 80,
  "crit-reg2reg-launch": "state[1]",
  "postPlaceCellArea_um2": 718,
  "final-setup-viol-count": 0,
  "worst_path_largest_cell_delay_ps": 630,
  "antenna_found_initial": 0,
  "clockBufferDepth": 2,
  "cts_tree": "built",
  "grt_overflow_total": 0,
  "crit_required_ps": 2410,
  "async_flop_share": 1.00,
  "postSynthCellCount": 55,
  "grt_pass1_wl_mm": 2.13,
  "drive_above_1_share": 0.186,
  "cpLargestDelayFamily": "buffers and inverters",
  "worstMarginPinSlew_ps": 405,
  "rrSetupSlack_ps": 250,
  "period_used_share": 0.913,
  "syn_area_per_cell_um2": 10.2,
  "r2r_end": "state[2]",
  "cts_buffers": 3,
  "n_fill_cell": 390,
  "rr_worst_depth": 6,
  "top_cell_area_share": 0.313,
  "topCellsByArea": "dfrtp_1, ha_1, o31ai_1, nor4b_1, inv_1",
  "syn-cell-area_um2": 559,
  "ys_cells": 55,
  "vias": 506,
  "slew_headroom": 0.723,
  "cts_resized": 0,
  "grt_max_degree": 13,
  "top_area_cell": "dfrtp_1",
  "fin_util": 0.218,
  "rows": 21
}
[stage by stage]
stage	worst slack, ps	TNS, ps	power [mW]
after floorplan	469	0	0.547
after global placement	39.0	0	0.708
after detailed placement	-26.7	-26.7	0.718
after CTS	241	0	0.832
after global routing	120	0	0.905
final	200	0	0.827
[worst min-delay path by stage]
stage | cells after the start | from | endpoint
CTS | 0 | state[1] | count[1]
global route | 0 | state[1] | count[1]
finish | 0 | state[1] | count[1]
[area by class of cell]
type	instances	area, µm²	area share
timing repair buffer	14	123	0.165
inverter	4	15.0	0.0202
sequential	7	175	0.235
multi-input combinational	41	348	0.467
clock buffer	4	26.3	0.0353
tap	46	57.6	0.0773
[report_power, final]
| part | total, mW | leakage (nW) | switching (mW) | internal [mW] |
|---|---|---|---|---|
| Sequential | 0.241 | 0.0861 | 0.0592 | 0.182 |
| Combinational | 0.479 | 0.209 | 0.229 | 0.249 |
| Clock | 0.107 | 0.0150 | 0.0412 | 0.0659 |
| Total | 0.827 | 0.310 | 0.330 | 0.497 |
[worst reg2reg max path: stages, from the launching register on]
cell and delay [ps]:
dfrtp_1 410, inv_1 160, ha_1 240, nor2b_1 320, a221oi_1 170, a311o_1 330
a211o_1 300
[metal layers]
metal / track usage / wire length (µm)
met5: 0 / 0
met4: 0.0106 / 0
met3: 0.0159 / 136
met2: 0.0530 / 512
met1: 0.0545 / 622
[state kept, by name, summed over array words and instances, names as in the netlist]
signal,cells
Valve_E,1
count,3
state,3
[layout by cell type (no fill, tap or decap)]
cell type	n
clkbuf_4	3
nor3_1	1
nor3b_1	2
a21oi_1	1
buf_4	7
o211a_1	1
nor4b_2	1
nor3_2	1
ha_1	5
a21o_1	1
o211ai_1	1
a32o_1	1
mux2i_1	1
o32ai_1	1
o21ai_1	1
or3b_1	1
nor2b_1	1
a311o_1	1
nor3b_2	1
a221oi_1	1
o311a_1	1
nor4b_1	2
clkdlybuf4s50_1	7
a211oi_1	1
nand2_1	2
clkbuf_1	1
o31ai_1	3
a2111oi_0	1
o21bai_1	1
a211o_1	1
a221o_1	1
o21ai_0	1
or3_1	2
dfrtp_1	7
nor4_1	2
inv_1	4
[cells by family (layout without fill, tap and decap cells)]
kind of cell	after synthesis	in the layout	share of synthesized area
buffers and inverters	7	22	0.0649
adder cells (fa/ha/maj)	5	5	0.112
flip-flops	7	7	0.313
multiplexers	1	1	0.0179
AND/OR/NAND/NOR	16	16	0.219
AND-OR/OR-AND	19	19	0.273
Power figures rest on the tool's default switching activity, not on a simulated workload.
