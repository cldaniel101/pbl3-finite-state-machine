==> ./design.v <==
module MEF1(
    output [1:0] cout,
    input c,
    input ve,
    input rega,
    input reset,
    input clock
);
    parameter VZ = 2'b00;
    parameter EN = 2'b01;
    parameter ERRO = 2'b10;
    parameter REGA = 2'b11;
    reg [1:0] state, nextstate;
    wire resetN;
    not (resetN, reset);
    always @(posedge clock or posedge resetN) begin
        if (resetN)
            state <= VZ;
        else
            state <= nextstate;
    end
    always @(*) begin
        case (state)
            VZ: 
                if (!c & ve & !rega)
                    nextstate = EN;
                else if (rega)
                    nextstate = ERRO;
                else
                    nextstate = VZ;
            EN: 
                if (c & !ve)
                    nextstate = REGA;
                else if (ve & rega)
                    nextstate = ERRO;
                else
                    nextstate = EN;
            REGA: 
                if (c & ve & !rega)
                    nextstate = EN;
                else if (!c & !rega)
                    nextstate = VZ;
                else
                    nextstate = REGA;
            ERRO: 
                if (!c & !ve & !rega)
                    nextstate = VZ;
                else if (ve & !rega)
                    nextstate = EN;
                else if (c & !ve & !rega)
                    nextstate = REGA;
                else
                    nextstate = ERRO;
            default: 
                nextstate = VZ;
        endcase
    end
    assign cout = state;
endmodule
==> ./run.sh <==
#!/bin/bash
# OpenROAD 26Q1-2900-gdf79404cd8, Yosys 0.63+post, stock flow scripts
make -C /OpenROAD-flow-scripts/flow DESIGN_CONFIG=/design/flow/config.mk WORK_HOME=/design/flow/orfs finish
==> ./config.mk <==
export PLATFORM = sky130hd
export DESIGN_NAME = MEF1
export DESIGN_NICKNAME = MEF1
export VERILOG_FILES = /design/flow/design.v
export SDC_FILE = /design/flow/constraint.sdc
export NUM_CORES = 4
export LEC_CHECK = 1
export CORE_AREA = 10 10 70 70
export DIE_AREA = 0 0 80 80
==> ./constraint.sdc <==
current_design MEF1

set clk_period 1.9
set clk_io_pct 0.2

create_clock -name clk0 -period $clk_period [get_ports {clock}]

set non_clock_inputs [all_inputs -no_clocks]
set_input_delay [expr $clk_period * $clk_io_pct] -clock clk0 $non_clock_inputs
set_output_delay [expr $clk_period * $clk_io_pct] -clock clk0 [all_outputs]
==> results.txt <==
impl run done, here's what came out: CTS buffer count 3, num rows 21, worst hold margin 329 ps, Routed Antenna Nets 0, Final GP Congestion 0.668, signal arrival time at the worst endpoint 1150 ps, minimum setup slack among reg-to-reg paths 980 ps, overall overflow remaining after global route 0, chip area 6400 sq um, buffering stage count on the worst path with inverters included 1, worst clock skew 2.46 ps, number of antenna violations at the first check in global routing 0, proportion of layout cells with a drive suffix above 1 22.7%, Util after Layout 7.55%, Routed WL per cell 6.22 um, slowest CP cell clkdlybuf4s50_1, RSZ-0062 raised after global routing false, leakage power summed over all cells 0.0848 nW, count of mapped cells out of synthesis 13, Worst setup EP type output port, family with the most delay on the worst path buffers and inverters, DRC violation total after the first TritonRoute iteration 3, final number of max-transition violations 0, mean post-synth cell area 9.05 sq um, YS chip area 118 sq um, Largest register FFs 2, total of flip-flops plus latches after synthesis 2, final std cells w/o fill 68, number of buffers inserted by hold repair at cts 0, pre-CTS worst setup slack 479 ps, Resized cells post-CTS 0, crit start category flip-flop, number of port buffers 6, Sum Neg Setup Slack 0 ps, final WL 423 um, CP Data Required Time 1520 ps, path type of the worst setup path flip-flop to output port, via count of the first global-routing pass 146, Total Routing Usage GR 1.46%, buffer depth of the longest clock path 2, wire length of the first global-routing pass 655 um, most numerous logic cells after layout clkdlybuf4s50_1 (6), nor2_1 (4), clkbuf_4 (3), dfrtp_1 (2), highest clock frequency the design can meet 0.655 GHz, Std-Cell Core Area 3420 sq um, stage delay of the slowest cell on the critical path 500 ps, clock tree from TritonCTS yes, CTS root buf clkbuf_4, TritonCTS Sinks 2, vertical die dimension 80 um, max-slew headroom at the worst pin 87.4%, maximum fanout encountered on the critical timing path 6, clock-pin slew of the registers on the worst-case setup and hold paths 30 ps, min cycle time layout 1530 ps, IR drop worst, VDD 119 uV, number of placed instances, taps included 65, Largest Register state, buffer count from post-CTS setup fixing 0, final setup vio count 0, post-detail-place hpwl 328 um, count of inserted antenna diode cells 0, cell total in the yosys stat output 13, power per cell area 821 nW/um^2, synth-to-layout area growth 119%, DRC errors left 0, tally of yosys warning messages 1, registers with the most flip-flops state (2), Init Core Util 3.44%, Vias per Instance 1.94, DR vias 132, crit share post-route 80.3%, PnR worst setup slack 374 ps, worst min-delay path category input pin to async pin, detailed-routing iteration count for the pre-antenna-repair pass 2, library cells used by synthesis 9, x dimension of the die 80 um, number of I/O pins 7, synthesized area 118 sq um, total count of hold-check failures in the final report 0, maximum number of pins on one net before global-route repair 7, Skew-Pair Late Insertion Delay 230 ps, number of OpenROAD warnings 25, status finished clean, actual slew at the worst max-slew pin 189 ps, H-Tree Level Count 1, list of cells traversed by the critical path clkdlybuf4s50_1, sequential element share of the synthesized area 42.6%, dominant logic cell type in the layout clkdlybuf4s50_1, max_cap viols 0
## stage by stage
| stage | power (mW) | instance area (sq um) |
|---|---|---|
| after floorplan | 0.0832 | 118 |
| after global placement | 0.117 | 235 |
| after detailed placement | 0.117 | 235 |
| after CTS | 0.220 | 258 |
| after global routing | 0.230 | 258 |
| final | 0.212 | 258 |
## logic make-up after synthesis
family / synth area share [%]
simple gates: 22.3
compound gates: 31.9
flops: 42.6
buf+inv: 3.19
## final cells by class
| class | count | area [sq um] |
|---|---|---|
| fillers | 408 | 3160 |
| multi-input cells | 10 | 63.8 |
| repair buffers | 6 | 60.1 |
| well taps | 46 | 57.6 |
| flip-flops and latches | 2 | 50.0 |
| clock buffers | 3 | 22.5 |
| inverters | 1 | 3.75 |
## synth_stat cells
cell type | n | area share [%]
nor2_1 | 4 | 13
nor2b_1 | 1 | 5.3
a22oi_2 | 1 | 11
inv_2 | 1 | 3.2
dfrtp_1 | 2 | 43
o22a_1 | 1 | 7.4
o221a_1 | 1 | 9.6
a21oi_1 | 1 | 4.3
nand3_1 | 1 | 4.3
## where the power goes
part	total, mW	internal [mW]	switching (mW)
Clock	0.0949	0.0697	0.0251
Sequential	0.0649	0.0520	0.0128
Combinational	0.0518	0.0362	0.0156
Total	0.212	0.158	0.0536
## final timing paths
path | from | endpoint | cells after the start
hold reg to reg | state[1] | state[1] | 1
max in group asynchronous | reset | state[1] | 1
setup reg to reg | state[0] | state[0] | 3
setup / recovery | state[0] | cout[0] | 1
hold / removal | reset | state[0] | 1
min in group clk0 | state[1] | state[1] | 1
## metal layers
layer  vias to the layer above  global-route usage, %  wire (um)
met3                         2                   1.70         98
met1                        58                   1.59        155
met2                         7                   1.52        155
li1                         65                      -          -
met5                         -                      0          0
met4                         0                  0.880         14
Power figures rest on the tool's default switching activity, not on a simulated workload.
